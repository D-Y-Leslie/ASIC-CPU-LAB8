--- flow/run.sh ---
#!/bin/bash
# OpenROAD 26Q1-2900-gdf79404cd8, Yosys 0.63+post, stock flow scripts
make -C /OpenROAD-flow-scripts/flow DESIGN_CONFIG=/design/flow/config.mk WORK_HOME=/design/flow/orfs finish
--- flow/config.mk ---
export PLATFORM = sky130hd
export DESIGN_NAME = alu
export DESIGN_NICKNAME = alu
export VERILOG_FILES = /design/flow/design.v
export SDC_FILE = /design/flow/constraint.sdc
export NUM_CORES = 4
export LEC_CHECK = 1
export CORE_AREA = 10 10 72 72
export DIE_AREA = 0 0 82 82
--- flow/constraint.sdc ---
current_design alu

set clk_period 3.5
set clk_io_pct 0.2

create_clock -name clk0 -period $clk_period

set non_clock_inputs [all_inputs -no_clocks]
set_input_delay [expr $clk_period * $clk_io_pct] -clock clk0 $non_clock_inputs
set_output_delay [expr $clk_period * $clk_io_pct] -clock clk0 [all_outputs]
--- flow/design.v ---
`timescale 1ns/100ps
module alu (out, zero, opcode, data, accum) ;
input [7:0] data, accum;
input [2:0] opcode ;
output zero;
output [ 7:0] out;
reg [7:0] out;
reg zero;
parameter PASS0= 3'b000 ,
	  PASS1 = 3'b001,
	  ADD = 3'b010,
	  AND = 3'b011,
          XOR=3'b100,
 	PASSD = 3'b101,
	PASS6=3'b110,
	PASS7 =3'b111;
always@(*)begin
	case(opcode)
	PASS0:out=accum;
	PASS1:out=accum;
	ADD:out=data+accum;
	AND:out=data&accum;
	XOR:out=data^accum;
	PASSD:out=data;
	PASS6:out=accum;
	PASS7:out=accum;
	default:out=8'bx;
	endcase
end
always@(*) begin
if(accum==0)begin
	zero=1;
end
else begin
	zero=0;
end
end
endmodule
==> results.yml <==
# synthesis and place-and-route metrics
synthesis:
  ys_seq_share_pct: 0
  synthCells: 112
  synth.avg_cell_area_um2: 7.407
  netlist_area_um2: 829.5
  ys_cells: 112
  ys_types: 36
  yosys_area_um2: 829.5
  ys.warnings.count: 1
placed_design:
  dp_slack_ns: -0.08202
  portBuffers: 28
  gp_congestion: 0.8716
  place_area_mm2: 0.001280
  hpwl_um: 2113
sta:
  fin_ws_ns: 0.1127
  slew_viol_final: 0
  fmax_mhz: 295.2
  fin_crit_ns: 3.387
  rsz0062_at_grt: "true"
  holdWs_ns: 2.166
  setup_tns_ns: 0
  max_slew_margin_pct: 72.38
  worst_slew_pin_slew_ns: 0.4143
  finalClockPeriodUsage_pct: 96.78
  setup_viol: 0
  hold_viol_final: 0
pwr:
  power.internal_mw: 0.1039
  p_clk_share_pct: 0
  power.density_mw_per_mm2: 136.5
  vdd_drop_max_v: 0.00006579
  p_seq_share_pct: 0
  p_leak_nw: 0.5745
  p_switching_mw: 0.07661
  swShare_pct: 42.43
  combPwrFrac_pct: 100.0
final_layout:
  clkbuf_count: 0
  fin_util_pct: 35.85
  fin_area_mm2: 0.001323
  fillers: 375
  syn_to_final_growth_pct: 59.43
  drive_gt1_share_pct: 19.48
  regArea_um2: 0
  flops: 0
detailed_routing:
  drc: 0
  antenna-diode-count: 0
  wl_met2_um: 1092
  viasPerCell: 5.104
  highest_layer: "met4"
  num_vias: 1031
  ant_nets: 0
  dr.pass1.iters: 4
  wl_met3_um: 144
  first_iter_violations: 69
  wl_per_cell_um: 13.29
  wl_met1_um: 1421
  wl_um: 2685
flow_run:
  drv_cap: 0
  tool_warnings: 33
global_routing:
  overflow: 0
  grt_pass1_wl_um: 4519
  grt_pass1_vias: 967
  grt_max_degree: 35
  grt_usage_pct: 7.923
  antenna_found_initial: 0
floorplanning:
  std_cell_rows: 22
  num_io_pins: 28
  initCoreUtil_pct: 22.49
  die_h_um: 82
  dieWidth_um: 82
  core_area_mm2: 0.003689
  dieArea_mm2: 0.006724
worst_setup_path:
  cp-end-kind: "output pin"
  path_class: "input port to output pin"
  crit_slowest_cell: "clkdlybuf4s50_1"
  start_kind: "input port"
  cpMostUsedCell: "clkdlybuf4s50_1"
  critPathMaxFanout: 34
  arrival_ns: 2.69
  slowest_delay_ns: 0.50
  required_ns: 2.80
  crit_chain: "clkdlybuf4s50_1 -> buf_4 -> nor3b_2 -> o21ai_0 -> o22ai_1 -> clkdlybuf4s50_1"
run_status:
  status: "finished clean"
clock_network:
  holdBufCountCts: 0
  cts_setup_buffers: 0
min_path:
  hold_class: "input port to output pin"
## worst max-delay path, delay by kind of cell
| kind | cells | cell delay [ns] |
|---|---|---|
| buffers and inverters | 3 | 1.31 |
| AND-OR/OR-AND | 2 | 0.32 |
| AND/OR/NAND/NOR | 1 | 0.34 |
## per-layer routing
metal,GRT usage (%),up-vias
met5,0,-
met3,1.432,2
met2,12.07,26
met4,0,0
met1,12.01,473
li1,-,530
## through the flow
| stage | power (mW) | std cells |
|---|---|---|
| floorplan | 0.08842 | 112 |
| global route | 0.2012 | 202 |
| detailed placement | 0.1749 | 202 |
| CTS | 0.1776 | 202 |
| global placement | 0.1731 | 202 |
| finish | 0.1806 | 202 |
## placed cells by master (no fill, tap or decap), drive strengths merged, types with 2 or more instances in the layout
cell            n
ha              8
nor2b           3
a21o            2
nand2b          3
o22ai           2
a21oi           6
nand3           4
a311o           2
clkdlybuf4s50  23
mux2i           9
dlymetal6s2s    4
o211ai          3
o21ai           9
a211oi          6
buf            22
or4             2
nor4b           2
a311oi          2
xor2            2
o211a           3
nand2          15
nor3b           7
nor2            2
## power by group through the flow
| stage | Combinational (mW) | Sequential (mW) | Clock (mW) |
|---|---|---|---|
| 6_report | 0.181 | 0 | 0 |
| 4_1_cts | 0.178 | 0 | 0 |
| 5_1_grt | 0.201 | 0 | 0 |
## repair_timing
action                                  CTS  global route
gates resized                             4             9
pin swaps                                 1             2
endpoints found under the setup margin    3             7
## logic make-up after synthesis
kind of cell               count (synthesis)  share of synthesized area, %
xor gates and xnor gates                   2                         2.112
muxes                                     10                         12.22
buffers and inverters                      9                         7.088
adders and majority gates                  9                         14.48
AOI/OAI and AO/OA                         41                         34.99
and+or+nand+nor                           41                         29.11
## final timing paths
path | startpoint | end | cells past startpoint | slack (ns)
max | opcode[1] | out[4] | 6 | 0.11
min | accum[4] | zero | 4 | 2.17
## Yosys cell counts, types with 4 or more instances
library cell,count,area [um2]
o21ai_0,6,30.03
nand3_1,4,20.02
ha_1,8,100.1
nand2_1,15,56.30
mux2i_1,9,90.09
a211oi_1,6,45.04
nor3b_1,7,52.55
a21oi_1,6,30.03
## final cells by class
class	instances	area, um2	area share [%]
repair buffers	50	454.2	34.34
inverters	1	3.754	0.2838
multi-input cells	103	804.5	60.83
well taps	48	60.06	4.541
Power and IR drop assume default switching activity.
