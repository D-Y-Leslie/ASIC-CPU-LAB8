[/design/flow/run.sh]
#!/bin/bash
# OpenROAD 26Q1-2900-gdf79404cd8, Yosys 0.63+post, stock flow scripts
make -C /OpenROAD-flow-scripts/flow DESIGN_CONFIG=/design/flow/config.mk WORK_HOME=/design/flow/orfs finish
[/design/flow/config.mk]
export PLATFORM = sky130hd
export DESIGN_NAME = mem
export DESIGN_NICKNAME = mem
export VERILOG_FILES = /design/flow/design.v
export SDC_FILE = /design/flow/constraint.sdc
export NUM_CORES = 4
export LEC_CHECK = 1
export CORE_UTILIZATION = 40
[/design/flow/constraint.sdc]
current_design mem

set clk_period 3.0
set clk_io_pct 0.2

create_clock -name clk0 -period $clk_period [get_ports {write}]

set non_clock_inputs [all_inputs -no_clocks]
set_input_delay [expr $clk_period * $clk_io_pct] -clock clk0 $non_clock_inputs
set_output_delay [expr $clk_period * $clk_io_pct] -clock clk0 [all_outputs]
[/design/flow/design.v]
`timescale 1 ns / 1 ns
module mem ( data, addr, read, write );
inout [7:0] data ;
input [4:0] addr ;
input read ;
input write;
reg [7:0] memory [0:31];
reg [7:0] data_out;
assign data = (read) ? data_out : 8'bz;
always @(posedge write) begin
    memory[addr] <= data;
end
always @(read or addr) begin
    if (read) begin
        data_out = memory[addr];
    end
end
endmodule
==> impl_metrics.xml <==
<?xml version="1.0" encoding="UTF-8"?>
<metrics>
  <group name="yosys">
    <metric name="syn_area_per_cell" unit="sq um">17.6</metric>
    <metric name="post_synth_num_cell_types" unit="">25</metric>
    <metric name="top_cells_by_count" unit="">edfxtp_1 (256), mux2i_1 (128), o22ai_1 (63)</metric>
    <metric name="asyncSetResetFlopFracSynth" unit="%">0</metric>
    <metric name="netlist.top_cell.by_instances" unit="">edfxtp_1</metric>
    <metric name="top_cell_area_share" unit="%">75.5</metric>
    <metric name="ys_seq_elements" unit="">264</metric>
    <metric name="synthesis.yosys.warnings" unit="">2</metric>
    <metric name="mappedNetlistArea" unit="sq um">10200</metric>
    <metric name="synth-edff-count" unit="">256</metric>
    <metric name="yosys.area.top_type" unit="">edfxtp_1</metric>
    <metric name="ys.flop_type" unit="">edfxtp_1</metric>
    <metric name="synth_stat.cells" unit="">578</metric>
    <metric name="yosys.stat.chipArea" unit="sq um">10200</metric>
    <metric name="synth_cells" unit="">578</metric>
    <metric name="ys_top_cells_by_area" unit="">edfxtp_1 (75%), mux2i_1 (13%), o22ai_1 (3.9%)</metric>
  </group>
  <group name="clock_tree">
    <metric name="cts.hold.buffers_added" unit="">0</metric>
    <metric name="cts_resized" unit="">0</metric>
    <metric name="clockBufferDepth" unit="">3</metric>
    <metric name="clock_tree.htree_level_count" unit="">1</metric>
    <metric name="number_of_clock_buffers_inserted_by_tritoncts" unit="">27</metric>
    <metric name="root_driver" unit="">clkbuf_16</metric>
    <metric name="post_cts.repair.setup_buffers" unit="">0</metric>
  </group>
  <group name="place">
    <metric name="place.gp.congestion" unit="">0.902</metric>
    <metric name="place.detailed.instances" unit="">922</metric>
    <metric name="port-buffer-count" unit="">6</metric>
    <metric name="dpl.hpwl" unit="microns">14200</metric>
    <metric name="post-place-ws" unit="ns">0.444</metric>
    <metric name="placed_area" unit="sq um">10800</metric>
  </group>
  <group name="run_status">
    <metric name="run.stop_error" unit="">[error] [KeplerFormal.cpp:679] Workflow failed: Iso has multiple drivers: .data4, data[4]$_DLATCH_P_.Q0</metric>
    <metric name="failed_stage" unit="">4_1_cts</metric>
    <metric name="outcome" unit="">aborted with a tool error</metric>
  </group>
  <group name="floorplan">
    <metric name="die.size.y" unit="microns">162</metric>
    <metric name="floorplan.core_util" unit="%">40.6</metric>
    <metric name="die_width" unit="microns">162</metric>
    <metric name="num_rows" unit="">58</metric>
    <metric name="pin_count" unit="">15</metric>
  </group>
  <group name="timing">
    <metric name="unclocked_pins" unit="">8</metric>
    <metric name="unconstrained_endpoints" unit="">16</metric>
  </group>
</metrics>
-- metrics by stage --
stage / power [mW] / utilization (%)
2_1_floorplan: 4.35 / -
3_5_place_dp: 4.51 / 43.0
3_3_place_gp: 4.50 / 43.0
-- kinds of logic after synthesis --
group | count (synthesis) | share of synthesized area (%)
buffers and inverters | 37 | 1.90
flip-flops | 256 | 75.5
AND-OR/OR-AND | 64 | 3.99
latches | 8 | 1.18
multiplexers | 128 | 12.6
AND/OR/NAND/NOR | 85 | 4.84
Power figures rest on the tool's default switching activity, not on a simulated workload.
