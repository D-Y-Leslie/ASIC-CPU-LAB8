--- flow/config.mk ---
export PLATFORM = sky130hd
export DESIGN_NAME = control
export DESIGN_NICKNAME = control
export VERILOG_FILES = /design/flow/design.v
export SDC_FILE = /design/flow/constraint.sdc
export NUM_CORES = 4
export LEC_CHECK = 1
export CORE_AREA = 10 10 70 70
export DIE_AREA = 0 0 80 80
--- flow/constraint.sdc ---
current_design control

set clk_period 1.9
set clk_io_pct 0.2

create_clock -name clk0 -period $clk_period [get_ports {clk}]

set non_clock_inputs [all_inputs -no_clocks]
set_input_delay [expr $clk_period * $clk_io_pct] -clock clk0 $non_clock_inputs
set_output_delay [expr $clk_period * $clk_io_pct] -clock clk0 [all_outputs]
--- flow/design.v ---
`timescale 1ns/1ns
module control (rd,
                wr,
                ld_ir,
                ld_ac,
                ld_pc,
                inc_pc,
                halt,
                data_e,
                sel,
                opcode,
                zero,
                clk,
                rst_);
    output rd;
    output wr;
    output ld_ir;
    output ld_ac;
    output ld_pc;
    output inc_pc;
    output halt;
    output data_e;
    output sel;
    input[2:0]opcode;
    input zero ;
    input clk ;
    input rst_;
    reg rd;
    reg wr;
    reg ld_ir;
    reg ld_ac;
    reg ld_pc;
    reg inc_pc;
    reg halt;
    reg data_e;
    reg sel;
    reg [2:0] nexstate;
    reg [2:0] state;
    always @ (posedge clk or negedge rst_)
        if (!rst_)
            state <= 3'b000;
        else
            state <= nexstate;
            always @(state)
                nexstate <= state+1;
                always@ (opcode or state or zero)
                    begin:blk
                    reg alu_op;
                    alu_op = opcode == 3'b010 || opcode == 3'b011||opcode == 3'b100||opcode == 3'b101;
                    case (state)
                        3'b000:
                        begin
                            sel   <= 0;
                            rd    <= alu_op;
                            ld_ir <= 0;
                            inc_pc<= (opcode == 3'b001)&zero|(opcode == 3'b111);
                            halt <= 0;
                            ld_pc<= opcode == 3'b111;
                            data_e <= !alu_op;
                            ld_ac  <= alu_op;
                            wr<= opcode == 3'b110;
                        end
                        3'b001:begin
                            {sel,rd,ld_ir,inc_pc,halt,ld_pc,data_e,ld_ac,wr} <= 9'b1_0_0_0_0_0_0_0_0;
                        end
                        3'b010:begin 
                            {sel,rd,ld_ir,inc_pc,halt,ld_pc,data_e,ld_ac,wr} <= 9'b1_1_0_0_0_0_0_0_0;
                        end
                        3'b011:begin
                            {sel,rd,ld_ir,inc_pc,halt,ld_pc,data_e,ld_ac,wr} <= 9'b1_1_1_0_0_0_0_0_0;
                        end
                        3'b100:begin 
                            {sel,rd,ld_ir,inc_pc,halt,ld_pc,data_e,ld_ac,wr} <= 9'b1_1_1_0_0_0_0_0_0;
                        end
                        3'b101:begin 
                            {sel,rd,ld_ir,inc_pc,ld_pc,data_e,ld_ac,wr} <= 8'b0_0_0_1_0_0_0_0;
                            halt<= opcode == 3'b000;
                        end
                        3'b110:begin 
                            {sel,ld_ir,inc_pc,halt,ld_pc,data_e,ld_ac,wr} <= 8'b0_0_0_0_0_0_0_0;
                            rd                                            <= alu_op;
                        end
                        3'b111:begin 
                            sel   <= 0;
                            rd    <= alu_op;
                            ld_ir <= 0;
                            inc_pc<= (opcode == 3'b001)&zero;
                            halt <= 0;
                            ld_pc <= opcode == 3'b111;
                            data_e <= !alu_op;
                            ld_ac  <= 0;
                            wr     <= 0;
                        end
                    endcase
    end
endmodule
--- flow/run.sh ---
#!/bin/bash
# OpenROAD 26Q1-2900-gdf79404cd8, Yosys 0.63+post, stock flow scripts
make -C /OpenROAD-flow-scripts/flow DESIGN_CONFIG=/design/flow/config.mk WORK_HOME=/design/flow/orfs finish
==> summary.txt <==
Update from the flow run.

In this build the clock could be raised as far as 492 MHz. Timing analysis after detailed placement gives a worst setup slack of -0.314 ns. The combined buffer and inverter count along the critical path is 2. Synthesis instantiated 21 different standard cells from the library.

The critical path in this run is classified as reg -> out. STA classifies the critical path endpoint as an output pin. The quantity of I/O buffers inserted on ports is 14. The largest fanout on the critical path is 3. The max-cap check violation count is 0.

In this design, the critical path's most frequently occurring cell is ha_4. The clock net sink count is 3. The floorplan step set the die width to approximately 80 um. The routed layout reports a DRC error count of 0. The count of nets left with antenna violations once routing finished came out at 0.

After layout, the setup clock skew is reported as roughly 0.0014 ns. Between the synthesized netlist and the finished layout, the area growth was recorded as 110%. The total CTS buffers is 3.

The placed instances occupy a cell area of 672 um2. The final layout contains routed wiring with a total length of 1330 um. The number of buffers inserted for hold repair after clock tree synthesis is 0. The iteration-0 DRC count of the detailed router is 14. The part of the cycle the worst path needs is 107%. The biggest area consumer among synthesized cells is dfrtp_1. The power report attributes to the sequential group a share of 29.7%. The largest register by flop count is state. The element type at the critical path start is a flop. In this run the cell area of the synthesized design comes to 395 um2. The worst-case headroom to the max-slew limit is a little over four fifths. The flow ran to the end, but the final reports show violations. The biggest cell delay along the critical path is between 0.4 and 0.5 ns.

The kind of cell with the highest combined delay along the critical path is flip-flops. Per the OpenROAD power report, leakage power amounts to 0.366 nW. The combinational group share of total power is 18.9%. The synthesized design contains 3 register bits. Setup repair after global routing could not meet its margin everywhere.

The library cell contributing the largest single delay on the critical path is dfrtp_2. CTS placed an instance of clkbuf_4 at the clock tree root. The checks that failed: negative setup slack. VDD sags by at most 0.0746 mV.

Looking at the clock tree report, the H-tree level count equals 1. The count of boundary I/O pins is 15. The global-route wire length before repair is around 2200 um.

The logs give a warning total of 31. The clock latency of the later-clocked register in the worst-skew pair is roughly 0.23 ns. The minimum clock period after layout is 2.03 ns. The data required time at the worst endpoint is 1.52 ns.

In the global route stage, overall resource usage came out at 4.05%. For this run, the detailed router reports a per-instance via density of 3.46. The initial core utilization is 11.6%. The pin count of the biggest net entering global routing is 6. The signal on the critical path passes through ha_4 > ha_4 > a211oi_2 > nand2_1 > buf_4 > nor3_2 > buf_2. The synthesized netlist cell count is 44. The most utilized layer in the global route result is met2. The synthesized design devotes to its leading area cell type a little under a fifth of total area. The count of final hold-check violations is 0. Global routing used roughly 1.5% of the available met3 tracks. The power density of the placed cells is approximately 260 mW/mm2. In the final report, the number of endpoints failing setup comes to 4. The longest clock path from root to sink contains 2 buffers. Per the detail_route report, the via count comes to 432. The final max-slew violation count recorded for this run is 0. The chip occupies 0.00640 mm2. The HPWL after detailed placement is 938 um. The number of flip-flops in the largest register is 3. The TritonCTS clock tree is built. The power report attributes to the clock group a share of 51.3%.

Per the OpenROAD floorplan log, the area of the core is roughly 0.0034 mm2. The net switching power figure is 0.0469 mW. The minimum setup slack in the final design is -0.133 ns. The initial antenna violation count is 0. The worst hold path belongs to the class in -> async. The via count of the first global-routing pass is 519. The main area contributors are dfrtp_1, ha_1, nor3_2. The met2 track utilization from global routing is 6.74%. The global placement routability congestion is between 0.7 and 0.8. Post-synthesis, Yosys gives the total cell area as approximately 400 um2. In the log, the iteration count for the first detailed-route pass is 2. The synth_stat.txt file lists the number of cells as around 44. Cell internal power was estimated by the tool at approximately 0.17 mW. The share of final-layout standard cells stronger than drive strength 1 is 72.2%. The die outline height is 80 um. The final standard cell area without fillers is around 830 um2. For this run, global-route usage on met1 was measured as 4.92%. The post-CTS clock slew at the launch and capture registers of the worst setup and hold paths is 0.04 ns. The transition time recorded at the tightest slew-check pin is 0.237 ns. The net switching share of the total power is roughly 22%. The signal arrival time at the worst endpoint is 1.65 ns. The share of synthesized area occupied by flip-flops and latches is 19.0%.

The number of antenna cells inserted is 0. The total overflow left after global routing is 0. The total of warnings raised by yosys is 1. The per-cell routed wire length is around 11 um. In the final layout, the registers with the most flip-flops are state: 3 flops. Per the post-synthesis stats, the area per cell is 8.99 um2. For reference, the placement row count at floorplan is 21.
-- metal layers --
metal / vias to the layer above / part of all wire, %
met3: 0 / 7.5
li1: 223 / -
met2: 7 / 51
met1: 202 / 42
met4: 0 / 0
met5: - / 0
-- path summary, 6_finish.rpt --
kind                       startpoint  endpoint  slack [ns]  cells after the start
max reg2reg                  state[1]  state[2]        0.87                      3
min                              rst_  state[2]        0.33                      1
min reg2reg                  state[0]  state[1]        0.67                      2
min in group clk0            state[0]  state[1]        0.67                      2
max in group asynchronous        rst_  state[1]        1.42                      1
max                          state[1]        wr       -0.13                      7
-- cell usage after synthesis (all sizes together) --
cell,n
nor2,7
mux2i,1
and2,1
and4bb,1
o21ai,1
and2b,1
inv,4
o32ai,1
dfrtp,3
and4b,1
nand2,4
xnor2,1
nor3,3
ha,6
nor3b,1
nor2b,1
a211oi,3
a21oi,3
buf,1
-- cell families after synthesis --
| group | after synthesis | synth area share [%] |
|---|---|---|
| compound gates | 8 | 17.4 |
| xor+xnor | 1 | 2.22 |
| fa+ha+maj | 6 | 19.0 |
| buf+inv | 5 | 6.64 |
| flops | 3 | 19.0 |
| mux | 1 | 2.53 |
| simple gates | 20 | 33.2 |
-- area by class of cell --
cell class | count | area, um2
clock buffer | 4 | 26.3
tap | 46 | 57.6
multi-input combinational | 36 | 412
fill | 359 | 2580
inverter | 4 | 15.0
timing repair buffer | 32 | 244
sequential | 3 | 77.6
-- per-stage QoR --
stage | power (mW) | instances | hold WS [ns] | utilization, % | TNS [ns]
3_5_place_dp | 0.115 | 115 | 0.576 | 19.7 | -2.08
6_report | 0.216 | 125 | 0.329 | 24.4 | -0.398
2_1_floorplan | 0.0765 | 44 | 0.0844 | - | 0
4_1_cts | 0.225 | 125 | 0.322 | 23.5 | -0.535
3_3_place_gp | 0.115 | 115 | 0.573 | 19.7 | -2.04
5_1_grt | 0.234 | 125 | 0.321 | 24.4 | -0.979
-- cells in the final DEF (no fill, tap or decap), types with 2 or more instances in the layout --
| master | count |
|---|---|
| a211oi_2 | 2 |
| buf_2 | 6 |
| buf_4 | 15 |
| buf_6 | 3 |
| clkbuf_2 | 2 |
| clkbuf_4 | 3 |
| clkdlybuf4s50_1 | 3 |
| dfrtp_2 | 2 |
| dlygate4sd2_1 | 2 |
| ha_4 | 5 |
| inv_2 | 3 |
| nand2_1 | 4 |
| nor2_1 | 3 |
| nor2_2 | 2 |
| nor2_4 | 2 |
| nor3_2 | 3 |
-- power by group through the flow --
stage     Clock (mW)  Combinational, mW  Sequential (mW)
4_1_cts        0.119             0.0416           0.0642
5_1_grt        0.124             0.0458           0.0641
6_report       0.111             0.0409           0.0642
-- timing repair --
| item | CTS | global route |
|---|---|---|
| pin swaps | 11 | 9 |
| setup endpoints to repair | 9 | 9 |
| gates resized | 46 | 12 |
| buffers inserted | 6 | 0 |
Power figures rest on the tool's default switching activity, not on a simulated workload.
